==> design.v <==
`timescale 1ns/1ps
module u_transmitter #(parameter clocks_per_bit = 520) 
		   (input clk, input [7:0] parallel_data, input data_valid, output active, output reg serial_data, output complete);
	parameter INITIAL = 3'b000;
	parameter START = 3'b001;
	parameter DATA = 3'b010;
	parameter STOP = 3'b011;
	parameter RESET = 3'b100;
	reg [7:0] clock_counter = 0;
	reg [2:0] index = 0;
	reg [7:0] data = 0;
	reg r_active = 0;
	reg r_complete = 0;
	reg [2:0] FSM = 0;
	assign active = r_active;
  	assign complete   = r_complete;
	always @(posedge clk) begin
		case (FSM)
			INITIAL: begin
				serial_data <= 1'b1;
				r_complete <= 1'b0;
				clock_counter <= 0;
				index <= 0;
				if (data_valid == 1'b1) begin
					r_active <= 1'b1; 
					data <= parallel_data;
					FSM <= START;
				end
				else
					FSM <= INITIAL;
			end
			START: begin
				serial_data <= 1'b0;
				if (clock_counter < clocks_per_bit - 1) begin  
					clock_counter <= clock_counter + 1;
					FSM <= START;
				end
				else begin
					clock_counter <= 0;
					FSM <= DATA;
				end
			end
			DATA: begin
				serial_data <= data[index];
				if (clock_counter < clocks_per_bit -1) begin
					clock_counter <= clock_counter + 1;
					FSM <= DATA;
				end
				else begin
					clock_counter <= 0;
					if(index < 7) begin  
						index <= index + 1;
						FSM <= DATA;
					end
					else begin
						index <= 0;
						FSM <= STOP;
					end
				end
			end
			STOP: begin
				serial_data <= 1'b1;
				if (clock_counter < clocks_per_bit -1) begin
					clock_counter <= clock_counter + 1;
					FSM <= STOP;
				end
				else begin
					r_complete <= 1'b1;
					clock_counter <= 0;
					FSM <= RESET;
					r_active <= 1'b0;
				end
			end
			RESET: begin  
				r_complete <= 1'b1;
				FSM <= INITIAL;
			end
			default:
				FSM <= INITIAL;
		endcase
	end
endmodule
==> run.sh <==
#!/bin/bash
# OpenROAD 26Q1-2900-gdf79404cd8, Yosys 0.63+post, stock flow scripts
make -C /OpenROAD-flow-scripts/flow DESIGN_CONFIG=/design/flow/config.mk WORK_HOME=/design/flow/orfs finish
==> config.mk <==
export PLATFORM = sky130hd
export DESIGN_NAME = u_transmitter
export DESIGN_NICKNAME = u_transmitter
export VERILOG_FILES = /design/flow/design.v
export SDC_FILE = /design/flow/constraint.sdc
export NUM_CORES = 4
export LEC_CHECK = 1
export CORE_AREA = 10 10 78 78
export DIE_AREA = 0 0 88 88
==> constraint.sdc <==
current_design u_transmitter

set clk_period 3.2
set clk_io_pct 0.2

create_clock -name clk0 -period $clk_period [get_ports {clk}]

set non_clock_inputs [all_inputs -no_clocks]
set_input_delay [expr $clk_period * $clk_io_pct] -clock clk0 $non_clock_inputs
set_output_delay [expr $clk_period * $clk_io_pct] -clock clk0 [all_outputs]
==> deck_impl_summary.md <==
Flow Results at a Glance

Pwr
  • Pleak: 0.329 nW
  • Internal power contribution: 0.000347 W
  • Portion of total power attributed to combinational logic: a little over 8%
  • Power density over cell area: 457 mW/mm2
  • Share of power burned in registers: 56.9%
  • Share of total power in the clock network: a little over a third
  • Peak ir drop on the vdd network: 0.227 mV
  • Net switching power figure: 0.0000796 W
  • Switching power as a share of total power: 18.6%

Layout
  • Layout Area Growth over Synthesis: 30.6%
  • Logic cell area: 229 um2
  • Core utilization of the finished layout: around a fifth
  • Share of layout cells above drive strength 1: about a tenth
  • Register area: around 460 um2
  • Filler Cells Inserted: around 450

Place
  • RD Place Congestion: 0.775
  • Detailed placer's ending HPWL: slightly above 900 um
  • Post-placement worst setup slack: ~1.4 ns
  • Port bufs: 12

Final timing
  • Final clock period utilization by the worst path: between 50% and 60%
  • Transition time at the pin with the least slew margin: between 0.3 and 0.4 ns
  • Hold violation count in the final report: 0
  • Max-slew violation count: 0
  • Worst rel slew slack: 74.8%
  • WHS: 0.648 ns
  • Setup ws final: ~1.5 ns
  • Maximum clock rate: between 500 and 600 MHz
  • Final worst clock skew: ~0.0032 ns
  • Shortest period the worst path allows: 1.67 ns
  • Aggregate negative setup slack: 0 ns
  • Final setup vio count: 0
  • Setup repair after global routing missed its margin: no

Worst hold path
  • Class of the tightest hold or removal check: flip-flop to flip-flop

Setup path
  • Max stage delay cell, worst path: sky130_fd_sc_hd__clkdlybuf4s50_1
  • Number of gates on the worst path with buffers counted: 1
  • R2R Setup Slk: around 1.6 ns
  • Kind of launch point of the worst setup path: flip-flop
  • Endpoint of the most critical register-to-register path: serial_data
  • Buffers plus inverters on the worst setup path: 1
  • Depth of the worst register-to-register path: 5
  • Crit end category: output pin
  • Family of cells with the greatest summed delay on the critical path: buffers and inverters
  • Delay contributed by the slowest stage of the critical path: 0.46 ns
  • Startpoint of the most critical setup path: r_active
  • Reg-to-reg startpoint: FSM[0]
  • Critical Path Sink: active
  • Largest fanout on the critical path: 1
  • Ordered cell list for the critical path: clkdlybuf4s50_1
  • Worst setup path category: flip-flop to output pin
  • Crit path DRT: roughly 2.6 ns
  • CP arrival: 1.03 ns

Flow run
  • Number of warnings in the stage logs: 29
  • # Max-Cap Violations: 0

Synthesis
  • Number of distinct standard cells referenced by the synthesized netlist: 21
  • Post-Synthesis Cell Area: 716 um2
  • Top-area cell type share of the netlist area: 58.7%
  • Most frequent cells after synthesis: 14 x sky130_fd_sc_hd__edfxtp_1, 6 x sky130_fd_sc_hd__ha_1, 4 x sky130_fd_sc_hd__inv_1, 4 x sky130_fd_sc_hd__nand2_1
  • YS chip area: 716 um2
  • Synthesis warning total: 1
  • Register share after synthesis: 64.3%
  • Post-synth top area cell: sky130_fd_sc_hd__edfxtp_1
  • Number of instances in the synthesized netlist: 48
  • Top flip-flop cell by instance count after synthesis: sky130_fd_sc_hd__edfxtp_1
  • Synthesized area per cell: between 10 and 15 um2
  • Most common cell in the netlist: sky130_fd_sc_hd__edfxtp_1
  • Count of library flops with an enable pin: 14
  • Share of flip-flops with an asynchronous set or reset after synthesis: 0%
  • Number of flip-flops and latches in the synthesized netlist: 16
  • Cell area leaders: sky130_fd_sc_hd__edfxtp_1 59%, sky130_fd_sc_hd__ha_1 10%, sky130_fd_sc_hd__dfxtp_1 5.6%
  • Yosys cell count: ~48

Global routing
  • Global router's overall resource usage: 3.04%
  • Wire length of the first global-routing pass: 1880 um
  • Antenna violations before repair: 0
  • Vias in the first global route: 435
  • Pin count of the biggest net entering global routing: 10
  • Total global routing overflow: 0

CTS
  • Clock-pin slew of the registers on the worst-case setup and hold paths: 0.06 ns
  • Number of resized instances in the post-cts repair step: 0
  • Clock net sink count: 16
  • Clk latency late pin: 0.24 ns
  • H-tree depth: 1
  • Worst-case clock buffer depth: 2
  • Total clock buffers created by CTS: 3
  • Clock tree from TritonCTS: done
  • Cell chosen for the clock root: sky130_fd_sc_hd__clkbuf_8
  • Hold-fix buffers, CTS: 0
  • Buffer count from post-CTS setup fixing: 0

Floorplanning
  • Floorplan die height: approximately 88 um
  • Floorplan core density: 16.2%
  • Number of rows created at floorplan: 24
  • Standard cell core area: ~0.0044 mm2
  • Die Footprint: around 0.0077 mm2
  • Horiz. Die Dim: around 88 um
  • Number of I/O pins: 13

Drt
  • Antenna-violating nets left: 0
  • Number of violations reported at the end of detailed-routing iteration 0: 18
  • Routed length per placed instance: 9.72 um
  • First-pass iteration count of the detailed router: 3
  • Total antenna diodes in the routed design: 0
  • Residual DRC: 0
  • Count of vias placed by the detailed router: 405
  • Final Routed Wirelength: approximately 1100 um
  • Ratio of routed vias to standard cells: 3.52

Run status
  • Status: completed
final cells by class:
| type | count | area share, % |
|---|---|---|
| tap | 52 | 6.96 |
| inverter | 4 | 1.61 |
| sequential | 16 | 49.3 |
| clock buffer | 4 | 4.82 |
| multi-input combinational | 27 | 24.5 |
| timing repair buffer | 12 | 12.9 |
through the flow:
| step | std cells | instance area (um2) | power (W) |
|---|---|---|---|
| after floorplan | 48 | 716 | 0.000264 |
| after global placement | 111 | 890 | 0.000282 |
| after detailed placement | 111 | 890 | 0.000283 |
| after CTS | 115 | 935 | 0.000433 |
| after global routing | 115 | 935 | 0.000449 |
| final | 115 | 935 | 0.000427 |
cell families after synthesis:
| kind of cell | count (synthesis) | synth area share, % |
|---|---|---|
| AOI/OAI and AO/OA | 4 | 4.20 |
| adders and majority gates | 6 | 10.5 |
| buffers and inverters | 5 | 3.67 |
| DFF | 16 | 64.3 |
| muxes | 2 | 4.55 |
| and+or+nand+nor | 15 | 12.8 |
power groups by stage:
stage,registers [W],clock network [W],logic [W]
finish,0.000243,0.000149,0.0000350
CTS,0.000243,0.000155,0.0000354
global route,0.000244,0.000166,0.0000393
layer usage:
layer  track usage [%]  share of wire (%)  up-vias
met5                 0                  0        -
met4             0.290               0.54        0
met3              2.06                 11        2
met2              4.43                 42       12
met1              3.81                 46      187
li1                  -                  -      204
cell usage in the layout, fill, tap and decap left out, types with 2 or more instances in the layout:
master / instances
sky130_fd_sc_hd__clkbuf_8: 3
sky130_fd_sc_hd__and2_1: 2
sky130_fd_sc_hd__ha_1: 6
sky130_fd_sc_hd__edfxtp_1: 14
sky130_fd_sc_hd__nand2b_1: 2
sky130_fd_sc_hd__inv_1: 4
sky130_fd_sc_hd__dfxtp_1: 2
sky130_fd_sc_hd__clkdlybuf4s50_1: 12
sky130_fd_sc_hd__nand2_1: 4
flip-flops by register name (all words and copies together) (netlist names):
| register | count |
|---|---|
| data | 8 |
| index | 3 |
| FSM | 2 |
| r_active | 1 |
| r_complete | 1 |
| serial_data | 1 |
worst min-delay path by stage:
| stage | cells past startpoint | slack (ns) | startpoint | to |
|---|---|---|---|---|
| 5_1_grt | 1 | 0.68 | FSM[1] | r_complete |
| 6_report | 1 | 0.65 | FSM[1] | r_complete |
| 4_1_cts | 1 | 0.65 | FSM[1] | r_complete |
Power figures rest on the tool's default switching activity, not on a simulated workload.
